===== flow/run.sh =====
#!/bin/bash
# OpenROAD 26Q1-2900-gdf79404cd8, Yosys 0.63+post, stock flow scripts
make -C /OpenROAD-flow-scripts/flow DESIGN_CONFIG=/design/flow/config.mk WORK_HOME=/design/flow/orfs finish

===== flow/config.mk =====
export PLATFORM = sky130hd
export DESIGN_NAME = hex
export DESIGN_NICKNAME = hex
export VERILOG_FILES = /design/flow/design.v
export SDC_FILE = /design/flow/constraint.sdc
export NUM_CORES = 4
export LEC_CHECK = 1
export CORE_AREA = 10 10 105 105
export DIE_AREA = 0 0 115 115

===== flow/constraint.sdc =====
current_design hex

set clk_period 3.0
set clk_io_pct 0.2

create_clock -name clk0 -period $clk_period [get_ports {CLOCK_50}]

set non_clock_inputs [all_inputs -no_clocks]
set_input_delay [expr $clk_period * $clk_io_pct] -clock clk0 $non_clock_inputs
set_output_delay [expr $clk_period * $clk_io_pct] -clock clk0 [all_outputs]

===== flow/design.v =====
module hex (
  input CLOCK_50,
  input [3:0] KEY,
  output reg [6:0] HEX0,
  output reg [6:0] HEX1,
  output wire brightness
);
reg [29:0] clk_div;
reg [7:0] counter;
reg [3:0] left;
reg [3:0] right;
assign brightness = counter * 8;
initial begin
  clk_div <= 24'b0;
  counter <= 255;
end
always @(posedge CLOCK_50) clk_div <= clk_div+30'b1;
always @(posedge clk_div[21]) begin
  if ( !KEY[3] && counter > 0 )
    counter <= counter - 1;
  if ( !KEY[2] && counter < 255 )
    counter <= counter + 1;
end
always @(*) begin
  left = counter[7:4];
  right = counter[3:0];
  case ( right )
    0: HEX0 = 7'b100_0000;
    1: HEX0 = 7'b100_1111;
    2: HEX0 = 7'b010_0100;
    3: HEX0 = 7'b011_0000;
    4: HEX0 = 7'b001_1001;
    5: HEX0 = 7'b001_0010;
    6: HEX0 = 7'b000_0010;
    7: HEX0 = 7'b111_1000;
    8: HEX0 = 7'b000_0000;
    9: HEX0 = 7'b001_1000;
    10: HEX0 = 7'b000_1000;
    11: HEX0 = 7'b000_0011;
    12: HEX0 = 7'b100_0110;
    13: HEX0 = 7'b010_0001;
    14: HEX0 = 7'b000_0110;
    15: HEX0 = 7'b000_1110;
  endcase
  case ( left )
    0: HEX1 = 7'b100_0000;
    1: HEX1 = 7'b100_1111;
    2: HEX1 = 7'b010_0100;
    3: HEX1 = 7'b011_0000;
    4: HEX1 = 7'b001_1001;
    5: HEX1 = 7'b001_0010;
    6: HEX1 = 7'b000_0010;
    7: HEX1 = 7'b111_1000;
    8: HEX1 = 7'b000_0000;
    9: HEX1 = 7'b001_1000;
    10: HEX1 = 7'b000_1000;
    11: HEX1 = 7'b000_0011;
    12: HEX1 = 7'b100_0110;
    13: HEX1 = 7'b010_0001;
    14: HEX1 = 7'b000_0110;
    15: HEX1 = 7'b000_1110;
  endcase
end
endmodule

==> flow_metrics.env <==
# flow metrics
export IMPL_synthCells=193
export IMPL_std_cell_rows=34
export IMPL_synth_top_cell_by_count="dfxtp_1"
export IMPL_routed_wl_mm=2.95
export IMPL_area_sequential_sq_um=681
export IMPL_drv_slew=0
export IMPL_critPathMostFrequentCell="nand3_1"
export IMPL_fin_util=0.245
export IMPL_path_delay_family="simple AND/OR/NAND/NOR gates"
export IMPL_post_cts_resize_count=0
export IMPL_postRouteAntennaNets=0
export IMPL_dp_cells=312
export IMPL_power_density_nw_per_um2=278
export IMPL_numCtsBuffers=3
export IMPL_grt_pass1_vias=1231
export IMPL_grt_max_degree=18
export IMPL_clk_latency_ps=260
export IMPL_whs_path_depth=1
export IMPL_coreArea_sq_um=8760
export IMPL_hold_viol=0
export IMPL_max_stage_delay_ps=440
export IMPL_drtPass1Iterations=4
export IMPL_final_cells=316
export IMPL_min_period_over_period=0.476
export IMPL_worstPathMaxFanout=4
export IMPL_yosys_cells=193
export IMPL_ys_seq_share=0.378
export IMPL_yosysWarnings=1
export IMPL_fillers=953
export IMPL_viasPerCell=4.18
export IMPL_fp_utilization=0.206
export IMPL_fin_area_sq_um=2150
export IMPL_unclocked_pins=8
export IMPL_worstSetupPathType="register to register"
export IMPL_die_area_sq_um=13200
export IMPL_hold_slack_ps=407
export IMPL_antennaDiodeCount=0
export IMPL_setup_slack_ps=1570
export IMPL_status="finished clean"
export IMPL_io_buffer_count=16
export IMPL_cp_depth=4
export IMPL_max_freq_mhz=700
export IMPL_post_cts_setup_buffers=0
export IMPL_syn_area_sq_um=1800
export IMPL_ios=20
export IMPL_cts_tree="yes"
export IMPL_static_leakage_power_nw=0.837
export IMPL_cts_hold_buf=0
export IMPL_track_usage=0.0455
export IMPL_grt_pass1_wl_mm=5.34
export IMPL_drc=0
export IMPL_layout_drive_gt1_share=0.0433
export IMPL_synthTopCellsByCount="dfxtp_1 (22), nand2_1 (18), xnor2_1 (17), ha_1 (13), nand3_1 (13)"
export IMPL_place_hpwl_mm=2.30
export IMPL_setup_tns_final_ps=0
export IMPL_synthTopCellsByArea="dfxtp_1 (24%), edfxtp_1 (13%), ha_1 (9.0%), xnor2_1 (8.3%), xor2_1 (4.4%)"
export IMPL_rsz0062_at_grt="false"
export IMPL_multiInputGateArea_sq_um=1060
export IMPL_ys_types=40
export IMPL_routedWlPerCell_um=9.34
export IMPL_placed_area_sq_um=2080
export IMPL_warnings=31
export IMPL_antenna_found_initial=0
export IMPL_top_area_cell="dfxtp_1"
export IMPL_setup_viol=0
export IMPL_ys_async_sr_fraction=0
export IMPL_top_cell_area_share=0.244
export IMPL_critical_path_slowest_cell="nor4_4"
export IMPL_untimed_endpoints=30
export IMPL_root_buffer="clkbuf_8"
export IMPL_h_tree_depth=1
export IMPL_ys_flops=30
export IMPL_layout_min_cycle_time_ps=1430
export IMPL_dr_total_vias=1320
export IMPL_die_x_um=115
export IMPL_drt_iter0_drc=84
export IMPL_cp_data_required_time_ps=3160
export IMPL_end_kind="register"
export IMPL_edf_count=8
export IMPL_ys_area_sq_um=1800
export IMPL_cap_violations=0
export IMPL_critPathLaunchType="register"
export IMPL_clk_pin_slew_ps=80
export IMPL_finClkSkew_ps=7.94
export IMPL_ir_drop_uv=421
export IMPL_syn_to_final_growth_pct=19.3
export IMPL_crit_buf_inv=0
export IMPL_avgSynthCellArea_sq_um=9.34
export IMPL_synth_main_ff_cell="dfxtp_1"
export IMPL_worstPathArrival_ps=1590
export IMPL_place_ws_ps=1550
export IMPL_grt_overflow=0
export IMPL_path_cells="nand3_1, nor4_4, nand3_1, xnor2_1"
export IMPL_hp_class="register to register"
export IMPL_die_h_um=115
export IMPL_gp_congestion=0.807
export IMPL_p_total_mw=0.598
export IMPL_rr_worst_depth=4
export IMPL_clk_path_buf_depth=2
==> metal layers <==
metal  vias to the layer above  part of all wire  global-route usage
met3                         0             0.071              0.0127
li1                        714                 -                   -
met4                         0                 0            0.000825
met2                        21              0.39              0.0679
met5                         -                 0                   0
met1                       585              0.54              0.0680
==> worst register-to-register path, cell delays in order (launching register included) <==
cell     delay [ps]
dfxtp_1         380
nand3_1         230
nor4_4          440
nand3_1         150
xnor2_1         140
==> kinds of logic after synthesis <==
kind of cell,count (synthesis),synth area share
compound gates,36,0.122
xor+xnor,26,0.126
fa+ha+maj,14,0.101
buf+inv,14,0.0312
flops,30,0.378
mux,7,0.0396
other cells,1,0.00208
simple gates,65,0.200
==> cell usage in the layout (no fill, tap or decap), types with 3 or more instances in the layout <==
master,Yosys,final
nand2b_1,4,4
nand2_1,18,18
clkbuf_8,0,3
dfxtp_1,22,22
edfxtp_1,8,8
and3_1,6,6
clkdlybuf4s50_1,0,16
o21ai_0,11,11
xor2_1,9,9
a21oi_1,8,8
mux2i_1,6,6
nor2b_1,3,3
ha_1,13,13
nor2_1,10,10
inv_1,8,8
nand3_1,13,13
a31oi_1,3,3
o211ai_1,3,3
xnor2_1,17,17
==> registers in the layout, indices dropped and copies added (netlist names) <==
register and flops:
counter 8, clk_div 22
==> worst paths after layout <==
path	from	end	slack [ps]
hold / removal	clk_div[0]	clk_div[0]	410
setup / recovery	clk_div[2]	clk_div[17]	1570
hold reg to reg	clk_div[0]	clk_div[0]	410
setup reg to reg	clk_div[2]	clk_div[17]	1570
==> final cells by class <==
class	count	area share
multi-input cells	149	0.495
flip-flops and latches	30	0.317
repair buffers	17	0.0780
well taps	108	0.0629
clock buffers	3	0.0192
clock inverters	1	0.0140
inverters	8	0.0140
==> report_power, final <==
group          leakage [nW]  internal (mW)  switching, mW
registers             0.257          0.296              0
clock network        0.0357          0.178         0.0904
logic                 0.544         0.0167         0.0167
Power figures rest on the tool's default switching activity, not on a simulated workload.
