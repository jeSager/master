==> /design/flow/design.v <==
module adder #(parameter width=32) (
  input [width-1:0] a,b,
  output [width-1:0] s,
  output cout
);
  wire [width-1:0] carry_chain;
  genvar i;
  generate for (i=0;i<width;i=i+1) begin : adder_array
    if (i==0)
      full_adder add(a[i],b[i],1'b0,s[i],carry_chain[i]);
    else
      full_adder add(a[i],b[i],carry_chain[i-1],s[i],carry_chain[i]);
  end
  endgenerate
  assign cout= carry_chain[width-1];
endmodule
module adder_reg #(parameter width=32) (
  input clk,
  input[width-1:0] a,b,
  output [width-1:0] s,
  output cout
);
  wire [width-1:0] a_reg,b_reg,s_comb;
  wire cout_comb;
  regn #(width) input_reg_a(clk,a,a_reg);
  regn #(width) input_reg_b(clk,b,b_reg);
  adder #(width) my_adder(a_reg,b_reg,s_comb,cout_comb);
  regn #(width) output_reg_s(clk,s_comb,s);
  regn #(1) output_reg_cout(clk,cout_comb,cout);
endmodule
module full_adder(input a,b,cin,output s,cout);
  assign s = a ^ b ^ cin;
  assign cout = (a & b) | (a &  cin ) | (b &  cin);
endmodule
module regn #(parameter width=32) (
  input clk,
  input [width-1:0] d,
  output reg [width-1:0] q
);
  always @(posedge clk) q <= d;
endmodule
==> /design/flow/run.sh <==
#!/bin/bash
# OpenROAD 26Q1-2900-gdf79404cd8, Yosys 0.63+post, stock flow scripts
make -C /OpenROAD-flow-scripts/flow DESIGN_CONFIG=/design/flow/config.mk WORK_HOME=/design/flow/orfs finish
==> /design/flow/config.mk <==
export PLATFORM = sky130hd
export DESIGN_NAME = adder_reg
export DESIGN_NICKNAME = adder_reg
export VERILOG_FILES = /design/flow/design.v
export SDC_FILE = /design/flow/constraint.sdc
export NUM_CORES = 4
export LEC_CHECK = 1
export CORE_UTILIZATION = 30
==> /design/flow/constraint.sdc <==
current_design adder_reg

set clk_period 9.7
set clk_io_pct 0.2

create_clock -name clk0 -period $clk_period [get_ports {clk}]

set non_clock_inputs [all_inputs -no_clocks]
set_input_delay [expr $clk_period * $clk_io_pct] -clock clk0 $non_clock_inputs
set_output_delay [expr $clk_period * $clk_io_pct] -clock clk0 [all_outputs]
==> summary.txt <==
Status on the layout run. Maximum level of the CTS H-tree landed at 3. The commonest cells after synthesis are 97 x dfxtp_1, 31 x fa_1, 5 x inv_1, 1 x ha_1. From bottom edge to top edge, the die measures 95.0 um.

Floorplan core area landed at 0.00830 mm2. The launch point of the critical path was reported as input_reg_a.q[0]. The analysis attributes to cell leakage a power of 0.00152 uW. Per the final layout report, the fraction of cells sized above drive strength 1 comes to 0.192. STA classifies the critical path endpoint as a flop. Summing all non-filler instances in the final layout gives an area of 0.00397 mm2. STA lists the startpoint of the worst register-to-register path as input_reg_a.q[0]. Per the synth stats, the flop cell with the highest instance count is dfxtp_1. Global-route wire length before repair landed at 6.27 mm. Cell count after synthesis landed at 134. The checks that failed: setup timing.

Nets still carrying antenna violations after routing amount to 0. The pre-antenna-repair detailed-routing pass consisted of 2 iterations. For this design, Yosys synthesis ends with a cell count of 134. Post-CTS clock slew at the launch and capture registers of the worst setup and hold paths landed at 0.09 ns. The floorplan has 33 rows. Routing resource usage on met3 recorded by global route was 0.0613.

The main area contributors are dfxtp_1 75%, fa_1 24%, inv_1 0.72%. Met1 routing resource usage after global routing landed at 0.131. Largest stage delay on the critical path landed at 0.37 ns. In the global route stage, met2 resource usage came out at 0.146.

Number of antenna violations at the first check in global routing landed at 0. The analysis reports a worst IR drop on VDD of 0.000106 V. The initial utilization of the core area, before any placement, comes to 0.313. Tightest slew margin relative to the limit landed at 0.929. The cell type that accounts for the most area after synthesis is dfxtp_1. Weighted congestion reported at the end of routability-driven placement landed at 0.699.

The flow ran to the end, but the final reports show violations. The root buffer cell chosen for the clock tree is clkbuf_8. Overflow left after global routing landed at 0.

Across all stage logs, warnings added up to 28. The global routing stage identified its most utilized layer as met2. Number of sinks on the clock net landed at 97. The synthesized netlist occupies a cell area of 0.00259 mm2. At the worst endpoint, the required time is 9.99 ns.

Total of buffers placed on input and output ports landed at 97. The transition time recorded at the tightest slew-check pin is 0.106 ns. Number of cells traversed by the worst register-to-register path landed at 34. The netlist uses 4 different library cells. Entering global routing, the biggest net connects 16 pins.

Number of warnings printed during yosys synthesis landed at 2. Number of primary I/O pins landed at 98. Final critical-path required period landed at 11.43 ns. Post-synthesis sequential area ratio landed at 0.749. Detailed-route iteration 0 reported a violation count of 3. The area fraction of the largest cell type after synthesis is 0.749. Once synthesis finished, the tally of register bits stood at 97. Power spread over the standard cell area amounts to 201 mW/mm2. In this run the worst path has a maximum fanout of 1. In the final report, the number of pins over their slew limit comes to 0. Per the synth stats, the proportion of register bits with asynchronous set or reset is 0. For this run, the chip area from Yosys synthesis comes to 0.00259 mm2. Portion of total power attributed to combinational logic landed at 0.126. TritonCTS built the clock tree.

Per the OpenROAD floorplan log, the area of the die is 0.00902 mm2. In this run the deepest clock path goes through 2 buffers. Derived from the worst setup path, the maximum achievable clock frequency is 87.5 MHz.

The number of global-route vias before repair was 1,399. Flop-to-flop setup slack landed at -1.73 ns. From left edge to right edge, the die measures 95.0 um. Final non-filler cell total landed at 350. In this run, synthesis inferred 0 flip-flops with an integrated enable. The detailed placer reported the number of placed instances as 336. Total placed instance area landed at 0.00377 mm2. Once routing completed, OpenROAD measured the worst setup slack at -1.73 ns. Arrival time of the worst setup path landed at 11.73 ns. Count of final setup violators landed at 7.

STA reports the tightest min-delay check as being of type reg2reg. Per the detailed-route log, wirelength across all metal layers totals 3.91 mm. Looking at the setup timing report, the critical path kind is reg2reg. STA classifies the critical path startpoint as a flop.

Relative contribution of sequential cells to total power landed at 0.573. Switching power as a share of total power landed at 0.200. Worst-case clock skew landed at 0.00977 ns. Clock latency on the worst-skew pair, taken at its later pin, is 0.34 ns. The slowest stage of the critical path belongs to the cell fa_1.

dfxtp_1 is the most common cell in the netlist. Per the TritonCTS log, the buffer count is 9. Number of design rule violations left after detail routing landed at 0. Post-route clock period utilization landed at 1.18. The post-route utilization of the core is recorded as 0.478. The worst register-to-register path ends at output_reg_s.q[31]. The share of total power dissipated in the clock network is 0.301.

The routed design shows a wire length per standard cell of 11.2 um. For this run the detailed placement stage logged an HPWL of 3.02 mm. Vias per cell landed at 3.63. Setup repair after global routing could not meet its margin everywhere. The cell that appears most often on the critical path is fa_2. The net switching power in the latest report is 160 uW. The power report lists cell-internal power as 637 uW.

Per the run report, area growth between synthesis and finish was 53.0%. Antenna diode count landed at 0. Max capacitance violation total landed at 0. Final hold violation count landed at 0. Count of vias placed by the detailed router landed at 1,272. The global routing report lists combined usage of all routing layers as 0.0991.

OpenSTA lists the critical path endpoint as output_reg_s.q[31]. After synthesis, the mean cell area works out to 19.4 um2.
## cell families (layout without fill, tap and decap cells)
kind of cell / after synthesis / in the layout / share of synthesized area
DFF: 97 / 97 / 0.749
buffers and inverters: 5 / 116 / 0.00724
adders and majority gates: 32 / 32 / 0.244
## layout make-up
type,instances,area [um2]
fill,721,4330
sequential,97,1940
timing repair buffer,97,971
multi-input combinational,32,721
tap,105,131
clock buffer,9,124
clock inverter,5,58.8
inverter,5,18.8
## critical path, delay by kind of cell, from the launching register on
| family | cells | cell delay [ns] |
|---|---|---|
| buf+inv | 2 | 0.11 |
| fa+ha+maj | 32 | 10.91 |
| flops | 1 | 0.34 |
## placed cells by master (no fill, tap or decap)
cell and instances:
fa_1 1, fa_2 30, dfxtp_2 1, dfxtp_1 96, clkinv_4 1, inv_1 4
clkinv_2 1, clkinvlp_4 2, ha_4 1, inv_2 1, bufinv_16 1, clkbuf_8 9
clkdlybuf4s50_1 97
## per-stage QoR
stage	worst slack [ns]	hold WS (ns)	TNS, ns	total power, uW
after floorplan	-1.46	0.446	-5.32	478
after global routing	-2.02	0.501	-8.71	848
final	-1.73	0.493	-6.88	796
after global placement	-1.77	0.449	-7.10	568
after detailed placement	-1.77	0.462	-7.08	569
after CTS	-1.80	0.494	-7.29	813
## worst min path at each step
stage	start	to	slack [ns]	cells past startpoint
4_1_cts	input_reg_a.q[0]	output_reg_s.q[0]	0.49	1
5_1_grt	input_reg_a.q[0]	output_reg_s.q[0]	0.50	1
6_report	input_reg_a.q[0]	output_reg_s.q[0]	0.49	1
## what timing repair did
item                       in CTS  in global routing
hold buffers                    0                  0
gates resized                   2                  0
setup endpoints to repair       7                  7
buffers inserted                0                  0
## per-layer routing
metal	vias up	wire length [um]
li1	615	-
met1	569	1570
met2	82	1720
met3	6	561
met4	0	59
met5	-	0
## state kept, by name, summed over array words and instances, names as in the netlist
name and count:
input_reg_b.q 32, output_reg_cout.q 1, input_reg_a.q 32, output_reg_s.q 32
## power groups by stage
stage	clock network, uW	logic [uW]	registers [uW]
6_report	240	100	456
4_1_cts	252	104	457
5_1_grt	270	115	462
Power and IR drop assume default switching activity.
